===== flow/config.mk =====
export PLATFORM = sky130hd
export DESIGN_NAME = mealy101
export DESIGN_NICKNAME = mealy101
export VERILOG_FILES = /design/flow/design.v
export SDC_FILE = /design/flow/constraint.sdc
export NUM_CORES = 4
export LEC_CHECK = 1
export CORE_AREA = 10 10 70 70
export DIE_AREA = 0 0 80 80

===== flow/constraint.sdc =====
current_design mealy101

set clk_period 1.0
set clk_io_pct 0.2

create_clock -name clk0 -period $clk_period [get_ports {clk}]

set non_clock_inputs [all_inputs -no_clocks]
set_input_delay [expr $clk_period * $clk_io_pct] -clock clk0 $non_clock_inputs
set_output_delay [expr $clk_period * $clk_io_pct] -clock clk0 [all_outputs]

===== flow/design.v =====
`timescale 1ns / 1ps
module mealy101(
	input x,clk,reset,
	output reg y
    );
	 reg [1:0] cst,nst;
	 parameter s0=2'b00, s1=2'b01, s2=2'b10;
	 always@(cst or x) begin
		case(cst)
		s0: begin
				if(x) begin
					nst=s1;
					y=0;
					end
				else begin
					nst=cst;
					y=0;
					end
			end	
		s1: begin
				if(~x) begin
					nst=s2;
					y=0;
					end
				else begin
					nst=cst;
					y=0;
					end
			end
		s2: begin
				if(x) begin
					nst=s1;
					y=1;
					end
				else begin
					nst=s0;
					y=0;
					end
			end
		default: nst=s0;
	endcase
	end
	always@(posedge clk) begin
		if(reset)
			cst <= s0;
		else
			cst <= nst;
	end
endmodule

===== flow/run.sh =====
#!/bin/bash
# OpenROAD 26Q1-2900-gdf79404cd8, Yosys 0.63+post, stock flow scripts
make -C /OpenROAD-flow-scripts/flow DESIGN_CONFIG=/design/flow/config.mk WORK_HOME=/design/flow/orfs finish

==> results.toml <==
# synthesis and place-and-route metrics
[outcome]
outcome = "completed"

[clocking]
clkTransAtPathRegs_ns = 0.04
cts_tree = "built"
cts_max_path_buffers = 2
postCtsResizedCells = 0
clkLatencyLatePin_ns = 0.23
cts_buffers = 3
htreeDepth = 1
root_buffer = "clkbuf_4"
holdBufCountCts = 0
cts_setup_buffers = 0

[synth]
ys.warnings.count = 1
syn_area_per_cell_sq_um = 11.4
mappedNetlistArea_sq_um = 114
syn_inst = 10
ys_types = 8
ys_cells = 10
ys.flops = 4
ys_chip_area_sq_um = 114

[final_timing]
slew_viol_final = 0
untimed_endpoints = 2
finalSetupViolCount = 0
max_freq_mhz = 1260
hold_violations = 0
fin_tns_setup_ns = 0
unclocked_pins = 1
finalCriticalPeriod_ns = 0.791
relSlewSlack_pct = 90.6
finalCritPeriodShare_pct = 79.1
rsz0062_at_grt = "false"
whs_ns = 0.481
fin_skew_ns = 0.000632
tightest_slew_ns = 0.140

[route]
vias = 88
drt_iter0_drc = 0
vias_per_cell = 1.40
diodes = 0
ant_nets = 0
drt_first_pass_iters = 1
wirelength_um = 270
drc_errors = 0
wl_per_cell_um = 4.29

[global_route]
grt_pass1_wl_um = 441
overflow = 0
grt_pass1_vias = 103
use_met3_pct = 0.909
grt_max_degree = 5
grt_usage_pct = 0.948
busiest_layer = "met1"
met2_usage_pct = 0.963
antenna_found_initial = 0
met1_usage_pct = 1.13

[power]
total_leakage_power_nw = 0.0750
powerDensity_nw_per_um2 = 1580
totalPowerFinal_mw = 0.360
peakVddDrop_v = 0.000182

[worst_setup_path]
critPathKind = "in2reg"
crit_family = "buffers and inverters"
required_ns = 1.12
worstPathArrival_ns = 0.91
end_kind = "flop"
crit_slowest_cell = "clkdlybuf4s50_1"
critPathLaunch = "reset"
start_kind = "primary input"
cpPeakStageDelay_ns = 0.49
reg2reg_from = "cst[1]"
worstPathCellList = "clkdlybuf4s50_1 -> and2b_2"
critPathMaxFanout = 3
path_buffers = 1

[floorplanning]
chipWidth_um = 80
initial_core_util_pct = 3.33
ios = 4
core_sq_um = 3420
die_area_sq_um = 6400
rows = 21
chipHeight_um = 80

[placement]
place_congestion = 0.684
portBuffers = 3
place_hpwl_um = 203
postPlaceCellArea_sq_um = 201

[cells_and_area]
final_cell_mix = "clkbuf_4 (3), dfxtp_1 (3), clkdlybuf4s50_1 (3)"
final_area_sq_um = 228
layout-area-overhead-vs-synth_pct = 100
layout-drive-gt1-share_pct = 23.5

[worst_hold_path]
hp-class = "reg2reg"
hold_start = "cst[2]"

[flow_run]
drv_cap = 0
warnings = 25
## power breakdown
| part | internal (mW) | switching [mW] |
|---|---|---|
| logic | 0.0137 | 0.00609 |
| registers | 0.129 | 0.00319 |
| clock network | 0.149 | 0.0586 |
| total | 0.292 | 0.0679 |
## layout make-up
class | count | area [sq um]
Fill cell | 414 | 3190
Sequential cell | 4 | 75.1
Tap cell | 46 | 57.6
Multi-Input combinational cell | 6 | 38.8
Timing Repair Buffer | 3 | 30.0
Clock buffer | 4 | 26.3
## sequential cells by signal (all words and copies together), names as in the netlist
signal  count
cst         3
y           1
## metrics by stage
stage               worst slack (ns)  util [%]  instances
floorplan                      0.446         -         10
global placement            -0.00260      5.90         59
detailed placement           -0.0333      5.90         59
CTS                            0.216      6.67         63
global route                   0.180      6.67         63
finish                         0.209      6.67         63
## per-layer routing
metal / part of all wire (%) / routed length (um)
met5: 0 / 0
met3: 11 / 31
met4: 0 / 0
met2: 43 / 116
met1: 45 / 122
## cells by family (layout without fill, tap and decap cells)
kind of cell	count (synthesis)	in the layout	synth area share, %
compound gates	1	1	6.60
buf+inv	0	7	0
flops	3	3	52.7
latches	1	1	13.2
simple gates	5	5	27.5
## final timing paths
kind | slack (ns) | end | depth (start not counted)
hold / removal | 0.48 | cst[1] | 1
setup / recovery | 0.21 | cst[2] | 2
setup reg to reg | 0.42 | cst[0] | 2
hold reg to reg | 0.48 | cst[1] | 1
## Yosys cell counts
cell	n	area, sq um
dfxtp_1	3	60.1
and2_1	1	6.26
and2b_2	1	8.76
nor2_1	1	3.75
o21bai_1	1	7.51
dlxtn_1	1	15.0
nor3_1	1	5.00
nor3b_1	1	7.51
Power and IR drop assume default switching activity.
