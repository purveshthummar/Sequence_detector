<file path="./config.mk">
export PLATFORM = sky130hd
export DESIGN_NAME = moore101
export DESIGN_NICKNAME = moore101
export VERILOG_FILES = /design/flow/design.v
export SDC_FILE = /design/flow/constraint.sdc
export NUM_CORES = 4
export LEC_CHECK = 1
export CORE_AREA = 10 10 70 70
export DIE_AREA = 0 0 80 80
</file>
<file path="./constraint.sdc">
current_design moore101

set clk_period 1.0
set clk_io_pct 0.2

create_clock -name clk0 -period $clk_period [get_ports {clk}]

set non_clock_inputs [all_inputs -no_clocks]
set_input_delay [expr $clk_period * $clk_io_pct] -clock clk0 $non_clock_inputs
set_output_delay [expr $clk_period * $clk_io_pct] -clock clk0 [all_outputs]
</file>
<file path="./design.v">
`timescale 1ns / 1ps
module moore101(
	input x,clk,reset,
	output reg y
    );
	 reg [1:0] cst,nst;
	 parameter s0=2'b00, s1=2'b01, s2=2'b10, s3=2'b11;
	 always@(cst or x) begin
		case(cst)
		s0: begin
				y=0;
				if(x)
					nst=s1;
				else
					nst=cst;
			end	
		s1: begin
				y=0;
				if(~x)
					nst=s2;
				else
					nst=cst;
			end
		s2: begin
				y=0;
				if(x)
					nst=s3;
				else
					nst=s0;
			end
		s3: begin
				y=1;
				if(x)
					nst=s1;
				else
					nst=s2;
			end
		default: nst=s0;
	endcase
	end
	always@(posedge clk) begin
		if(reset)
			cst <= s0;
		else
			cst <= nst;
	end
endmodule
</file>
<file path="./run.sh">
#!/bin/bash
# OpenROAD 26Q1-2900-gdf79404cd8, Yosys 0.63+post, stock flow scripts
make -C /OpenROAD-flow-scripts/flow DESIGN_CONFIG=/design/flow/config.mk WORK_HOME=/design/flow/orfs finish
</file>
==> flow_summary.json <==
{
  "flop_area_um2": 80.08,
  "die_h_um": 80,
  "rsz0062_at_grt": "no",
  "coreArea_um2": 3416,
  "critPathBufInv": 1,
  "clock_latency_ps": 240,
  "syn_inst": 11,
  "drt_iter0_drc": 1,
  "dr.pass1.iters": 2,
  "chipArea_um2": 6400,
  "n_antenna_cell": 0,
  "min_from": "cst[1]",
  "drv_slew": 0,
  "mostFrequentLayoutCells": "4 x dfxtp_1, 3 x clkbuf_4, 2 x nor2_1, 2 x clkdlybuf4s50_1",
  "syn_area_per_cell_um2": 11.94,
  "mi_logic_area_um2": 51.30,
  "die_w_um": 80,
  "finalSetupViolations": 0,
  "leakage_uw": 0.00008478,
  "drive_above_1_share_pct": 33.33,
  "stdcell_area_um2": 249.0,
  "fmax_mhz": 1054,
  "grt_pass1_vias": 121,
  "synth_seq_share_pct": 60.95,
  "cpPeakStageDelay_ps": 320,
  "fin_worst_skew_ps": 6.303,
  "power_uw": 393.7,
  "top_register": "cst",
  "cp-end-kind": "output pin",
  "clock_path_buffers": 2,
  "htreeDepth": 1,
  "cap_viol_max_count": 0,
  "hp-class": "register to register",
  "antenna_found_initial": 0,
  "fillers": 412,
  "r2r-start": "cst[3]",
  "tool_warnings": 25,
  "critical_path_class": "register to output pin",
  "required_ps": 800,
  "globalRouteOverflowTotal": 0,
  "post_drt_wl_per_cell_um": 4.531,
  "dpl_cell_area_um2": 226.5,
  "vdd_drop_max_v": 0.0005442,
  "fin_crit_sh_pct": 94.90,
  "yosys_area_um2": 131.4,
  "ys_cells": 11,
  "antenna_left": 0,
  "max_slew_margin_pct": 90.09,
  "status": "completed",
  "grt_pass1_wl_um": 503,
  "numCtsBuffers": 3,
  "hold_slack_ps": 515.0,
  "largest_reg_flops": 4,
  "path_cells": "clkdlybuf4s15_1",
  "fin_crit_ps": 949.0,
  "gp_congestion": 0.5695,
  "cts_root_buffer": "clkbuf_4",
  "fin_util_pct": 7.289,
  "r2r_setup_slack_ps": 270,
  "drc": 0,
  "via_count": 102,
  "final_hold_viol_count": 0,
  "rows": 21,
  "cp_data_arrival_time_ps": 750,
  "initCoreUtil_pct": 3.846,
  "vias_per_cell": 1.594,
  "yosysWarningCount": 1,
  "grt_usage_pct": 1.020,
  "startpoint_type": "register",
  "areaGrowthSynthToFinish_pct": 89.52,
  "setup.worst_path.start": "cst[3]",
  "io_buffer_count": 3,
  "critPathMaxFanout": 2,
  "synth_cell_types": 7,
  "synth.cell_area_um2": 131.4,
  "wirelength_um": 290,
  "cts_setup_buffers": 0,
  "path_delay_family": "flip-flops",
  "io_pins": 4,
  "cts_num_sinks": 4,
  "grt_start_max_net_pins": 5,
  "reg_top3": "cst: 4 flops",
  "slowest_stage": "dfxtp_1",
  "worst_slew_pin_slew_ps": 147.8,
  "ys_ff": 4,
  "layout_top_cell": "dfxtp_1",
  "final.setup.tns_ps": 0,
  "cts_tree": "built",
  "clkSlewWorstSetupHoldPaths_ps": 40,
  "powerDensity_nw_per_um2": 1581
}
-- power by group --
part | switching [µW] | internal (µW)
Clock | 63.7 | 134
Sequential | 4.33 | 167
Combinational | 8.67 | 15.6
-- per-layer routing --
layer / GRT usage, % / part of all wire, %
met1: 1.332 / 57
met2: 0.8828 / 30
met3: 1.250 / 13
met4: 0.3521 / 0
met5: 0 / 0
-- area by class of cell --
type | instances | area share [%]
timing repair buffer | 4 | 15.08
tap | 46 | 23.12
clock buffer | 3 | 9.045
multi-input combinational | 7 | 20.60
sequential | 4 | 32.16
-- path summary, 6_finish.rpt --
path	endpoint	cells after the start
min reg2reg	cst[0]	2
max	y	1
min	cst[0]	2
max reg2reg	cst[2]	3
-- logic make-up after synthesis --
group	after synthesis	synth area share (%)
AOI/OAI and AO/OA	1	5.716
DFF	4	60.95
and+or+nand+nor	6	33.33
-- synth_stat cells --
master    count  area, µm²
dfxtp_1       4      80.08
nor2_1        2      7.510
and3b_1       1      8.760
nor3_1        1      5.000
nor3_2        1      10.01
nor3b_2       1      12.51
o21bai_1      1      7.510
-- per-stage QoR --
stage | worst slack, ps | instances
after floorplan | 355.9 | 11
after detailed placement | -41.08 | 61
final | 51.00 | 64
after global placement | -14.60 | 61
after global routing | 0.3175 | 64
after CTS | 19.57 | 64
-- what timing repair did --
action | in CTS | in global routing
gates resized | 2 | 0
hold buffers | 0 | 0
endpoints found under the hold margin | 0 | 0
endpoints found under the setup margin | 1 | 0
Power figures rest on the tool's default switching activity, not on a simulated workload.
